<file path="flow/config.mk">
export PLATFORM = sky130hd
export DESIGN_NAME = new_binary_clock
export DESIGN_NICKNAME = new_binary_clock
export VERILOG_FILES = /design/flow/design.v
export SDC_FILE = /design/flow/constraint.sdc
export NUM_CORES = 4
export LEC_CHECK = 1
export CORE_UTILIZATION = 50
</file>
<file path="flow/constraint.sdc">
current_design new_binary_clock

set clk_period 2.8
set clk_io_pct 0.2

create_clock -name clk0 -period $clk_period [get_ports {clk_100MHz}]

set non_clock_inputs [all_inputs -no_clocks]
set_input_delay [expr $clk_period * $clk_io_pct] -clock clk0 $non_clock_inputs
set_output_delay [expr $clk_period * $clk_io_pct] -clock clk0 [all_outputs]
</file>
<file path="flow/design.v">
`timescale 1ns / 1ps
module new_binary_clock(
    input clk_100MHz,                    
    input reset,                         
    input enable,                        
    output tick_1Hz,                     
    output reg [3:0] sec_1s, sec_10s,    
    output reg [3:0] min_1s, min_10s,    
    output reg clock_stopped             
);
    reg [31:0] ctr_1Hz = 32'h0;
    reg r_1Hz = 1'b0;
    always @(posedge clk_100MHz or posedge reset) begin
        if(reset) begin
            ctr_1Hz <= 32'h0;
            r_1Hz <= 1'b0;
        end else if (enable) begin
            if(ctr_1Hz == 49_999_999) begin
                ctr_1Hz <= 32'h0;
                r_1Hz <= ~r_1Hz;
            end else
                ctr_1Hz <= ctr_1Hz + 1;
        end
    end
    reg [5:0] seconds_ctr = 6'd59;    
    reg [5:0] minutes_ctr = 6'd1;     
    always @(posedge tick_1Hz or posedge reset) begin
        if(reset) begin
            seconds_ctr <= 6'd59;
            minutes_ctr <= 6'd1;
            clock_stopped <= 1'b0;  
        end else if (enable) begin
            if (seconds_ctr == 6'd0) begin
                if (minutes_ctr == 6'd0) begin
                    clock_stopped <= 1'b1;  
                end else begin
                    minutes_ctr <= minutes_ctr - 1;
                    seconds_ctr <= 6'd59;
                end
            end else begin
                seconds_ctr <= seconds_ctr - 1;
                clock_stopped <= 1'b0;  
            end
        end
    end
    always @* begin
        sec_10s = seconds_ctr / 10;
        sec_1s  = seconds_ctr % 10;
        min_10s = minutes_ctr / 10;
        min_1s  = minutes_ctr % 10;
    end
    assign tick_1Hz = r_1Hz; 
endmodule
</file>
<file path="flow/run.sh">
#!/bin/bash
# OpenROAD 26Q1-2900-gdf79404cd8, Yosys 0.63+post, stock flow scripts
make -C /OpenROAD-flow-scripts/flow DESIGN_CONFIG=/design/flow/config.mk WORK_HOME=/design/flow/orfs finish
</file>
==> results.json <==
{
  "period_used_pct": 74.1,
  "cts_resized": 0,
  "post_route_cells_drive_above_1_share_pct": 9.36,
  "tightest_slew_ns": 0.730,
  "drc_errors": 0,
  "flop_area_sq_um": 1160,
  "cts_tree": "built",
  "finalSetupTns_ns": 0,
  "synth_cells": 322,
  "die_w_um": 79.2,
  "n_fill_cell": 482,
  "synth_cell_type_count": 54,
  "grt_pass1_vias": 2144,
  "antenna_found_initial": 0,
  "p_leak_nw": 1.43,
  "slew-limit-headroom_pct": 51.3,
  "power.density_nw_per_um2": 313,
  "cts_buffers": 5,
  "ys.flop_type": "dfrtp_1",
  "fp.coreArea_sq_um": 5640,
  "ant_nets": 0,
  "ys_ff": 46,
  "worstPathRequired_ns": 3.00,
  "pin_count": 21,
  "setup_viol_count_final": 0,
  "crit_arrival_ns": 2.28,
  "openroad.warnings": 33,
  "post-route-min-period_ns": 2.07,
  "drtIter0Drc": 43,
  "untimed_endpoints": 28,
  "die.size.y_um": 79.2,
  "synthArstFlopShare_pct": 100,
  "via_per_inst": 5.46,
  "post_drt_wl_per_cell_um": 13.0,
  "clock_latency_ns": 0.28,
  "rsz0062_at_grt": "false",
  "drt_pass1_iterations": 4,
  "holdPathStages": 1,
  "ys.warnings.count": 1,
  "hold_class": "reg -> reg",
  "ys_chip_area_sq_um": 2980,
  "htreeDepth": 2,
  "logic_area_sq_um": 1670,
  "rows": 27,
  "hpwlAfterDp_um": 3930,
  "syn_area_sq_um": 2980,
  "die_area_sq_um": 6270,
  "critPathMaxFanout": 13,
  "grt_pass1_wl_um": 9400,
  "cp-start-kind": "flip-flop",
  "edf_count": 0,
  "finalClockSkew_ns": 0.00589,
  "place.gp.congestion": 0.851,
  "max_freq_mhz": 482,
  "fin_util_pct": 58.3,
  "vdd_ir_drop_max_mv": 0.404,
  "postCtsSetupBuffers": 0,
  "cts.clk_slew.worst_paths_ns": 0.06,
  "clockRootBuffer": "clkbuf_8",
  "port_buffers": 18,
  "cts_buffer_depth": 2,
  "slew_viol_final": 0,
  "critPathKind": "reg -> reg",
  "initCoreUtil_pct": 52.8,
  "status": "finished clean",
  "rr_worst_depth": 5,
  "vias": 2259,
  "drv_cap": 0,
  "hold_ws_ns": 0.476,
  "grt_overflow_total": 0,
  "insertedDiodeCount": 0,
  "hold_buffers": 0,
  "synth_stat.cells": 322,
  "unclocked_pins": 13,
  "area_delta_synth_final_pct": 10.3,
  "syn_avg_cell_area_sq_um": 9.26,
  "drt-total-wl_um": 5380,
  "end_kind": "flip-flop",
  "grt_max_degree": 38,
  "grt_usage_pct": 19.2,
  "hold_violations": 0,
  "ys_seq_share_pct": 38.9
}
## metrics by stage
stage                     instances  setup WS (ns)  power [mW]  area (sq um)
after global routing            414          0.585        1.09          3290
after global placement          406          0.607       0.706          3210
after floorplan                 323           1.01       0.673          2980
after detailed placement        406          0.564       0.705          3210
final                           414          0.725        1.03          3290
after CTS                       414          0.725        1.04          3290
## registers in the layout (all words and copies together), names as in the netlist
register	flops
minutes_ctr	6
seconds_ctr	6
clock_stopped	1
ctr_1Hz	32
r_1Hz	1
## worst paths after layout
check | to | slack (ns) | startpoint
hold / removal | ctr_1Hz[31] | 0.48 | ctr_1Hz[31]
min in group asynchronous | ctr_1Hz[28] | 0.72 | reset
hold reg to reg | ctr_1Hz[31] | 0.48 | ctr_1Hz[31]
setup / recovery | r_1Hz | 0.73 | ctr_1Hz[10]
max in group asynchronous | ctr_1Hz[30] | 1.61 | reset
setup reg to reg | r_1Hz | 0.73 | ctr_1Hz[10]
## kinds of logic after synthesis
family                     synth area share (%)
AOI/OAI and AO/OA                          12.1
xor gates and xnor gates                   11.8
buffers and inverters                      5.08
DFF                                        38.9
and+or+nand+nor                            22.9
muxes                                      1.34
adders and majority gates                  7.81
other                                     0.126
## synthesized netlist by cell type, types with 2 or more instances
library cell | instances | area share, %
a21o_1 | 2 | 0.50
a21oi_1 | 6 | 1.0
a31oi_1 | 3 | 0.63
and2_1 | 7 | 1.5
and3_1 | 7 | 1.5
buf_2 | 4 | 0.67
buf_4 | 4 | 1.0
buf_6 | 3 | 1.1
dfrtp_1 | 40 | 34
dfstp_2 | 6 | 5.3
ha_1 | 17 | 7.1
inv_1 | 16 | 2.0
maj3_1 | 2 | 0.67
mux2i_1 | 4 | 1.3
nand2_1 | 29 | 3.7
nand2b_1 | 3 | 0.63
nand3_1 | 21 | 3.5
nand4_1 | 10 | 2.1
nor2_1 | 28 | 3.5
nor2b_1 | 3 | 0.63
nor3_1 | 3 | 0.50
nor4_1 | 7 | 1.5
o21a_1 | 3 | 0.76
o21ai_0 | 16 | 2.7
o31ai_1 | 8 | 2.0
or2_2 | 3 | 0.63
or3_1 | 2 | 0.42
xnor2_1 | 27 | 7.9
xor2_1 | 13 | 3.8
## placed cells by master (no fill, tap or decap), types with 4 or more instances in the layout
| cell | n |
|---|---|
| a21oi_1 | 6 |
| and2_1 | 7 |
| and3_1 | 7 |
| buf_4 | 6 |
| clkbuf_8 | 5 |
| clkdlybuf4s50_1 | 18 |
| dfrtp_1 | 40 |
| dfstp_2 | 6 |
| ha_1 | 17 |
| inv_1 | 15 |
| mux2i_1 | 4 |
| nand2_1 | 29 |
| nand3_1 | 21 |
| nand4_1 | 10 |
| nor2_1 | 28 |
| nor4_1 | 7 |
| o21ai_0 | 16 |
| o31ai_1 | 8 |
| xnor2_1 | 27 |
| xor2_1 | 13 |
## critical path, stage by stage (launching register included)
cell     delay (ns)
dfrtp_1        0.41
nor4_1         0.33
nand4_1        0.18
or4_4          0.61
nor2_4         0.31
xor2_1         0.17
## cell type report
type / count / area share (%)
well taps: 72 / 2.74
repair buffers: 24 / 6.85
multi-input cells: 248 / 50.9
clock buffers: 8 / 2.44
inverters: 16 / 1.83
flip-flops and latches: 46 / 35.2
## where the power goes
group | leakage [nW] | internal [mW] | total [mW] | switching, mW
sequential | 0.597 | 0.526 | 0.578 | 0.0521
combinational | 0.791 | 0.0584 | 0.117 | 0.0589
clock | 0.0395 | 0.176 | 0.334 | 0.158
## routing by layer
| layer | part of all wire [%] | global-route usage [%] |
|---|---|---|
| met5 | 0 | 0 |
| met4 | 1.2 | 2.73 |
| met3 | 2.5 | 2.80 |
| met2 | 46 | 30.9 |
| met1 | 51 | 29.4 |
No activity file was given, so power comes from the tool's default toggle rates.
