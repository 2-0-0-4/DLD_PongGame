$ cat flow/design.v
`timescale 1ns / 1ps
module clk_div(   
    input clk_100MHz,
    output reg clk_div);
    parameter [31:0]div_value=100_000_0;
    reg [31:0]count;
    initial
    begin
       clk_div=0;
       count=0;
    end
    always @(posedge clk_100MHz)
        begin
             if (count==div_value)
                count<=0;
             else count<=count+1;
        end
    always @(posedge clk_100MHz)
        begin
             if (count==div_value)
             clk_div<= ~clk_div;
        end 
endmodule
module ir_sensor_counter(
    input ir_sensor,                    
    input clk_100MHz,                   
    input reset,                        
    input enable,                       
    output reg [3:0] counter_1s,        
    output reg [3:0] counter_10s,        
    output reg [3:0] score_binary
);
    clk_div clk_div_inst (
        .clk_100MHz(clk_100MHz),
        .clk_div(clk_div)
    );
    reg [9:0] counter_up;   
    reg ir_detected;        
    reg ir_sensor_sync;
    reg ir_sensor_sync_prev;
    always @(posedge clk_div or posedge reset) begin
        if (reset) begin
            ir_sensor_sync <= 1'b0;
            ir_sensor_sync_prev <= 1'b0;
        end else begin
            ir_sensor_sync <= ir_sensor;
            ir_sensor_sync_prev <= ir_sensor_sync;
        end
    end
    always @(posedge clk_div or posedge reset) begin
        if (reset) begin
            counter_up <= 10'b0;
            ir_detected <= 1'b0;
        end else if (enable) begin
            if (ir_sensor_sync && !ir_sensor_sync_prev && !ir_detected) begin
                if (counter_up < 100) begin
                    counter_up <= counter_up + 1;
                end else begin
                    counter_up <= 0;  
                end
                ir_detected <= 1'b1;
            end else if (~ir_sensor_sync) begin
                ir_detected <= 1'b0;
            end
        end
    end
    always @(posedge clk_div) begin
        if (reset) begin
            score_binary <= 4'b0;
        end else begin
            score_binary <= counter_up[9:0];
        end
    end
    always @* begin
        counter_10s = score_binary % 10;  
        counter_1s = score_binary / 10;   
    end
endmodule
$ cat flow/run.sh
#!/bin/bash
# OpenROAD 26Q1-2900-gdf79404cd8, Yosys 0.63+post, stock flow scripts
make -C /OpenROAD-flow-scripts/flow DESIGN_CONFIG=/design/flow/config.mk WORK_HOME=/design/flow/orfs finish
$ cat flow/config.mk
export PLATFORM = sky130hd
export DESIGN_NAME = ir_sensor_counter
export DESIGN_NICKNAME = ir_sensor_counter
export VERILOG_FILES = /design/flow/design.v
export SDC_FILE = /design/flow/constraint.sdc
export NUM_CORES = 4
export LEC_CHECK = 1
export CORE_UTILIZATION = 50
$ cat flow/constraint.sdc
current_design ir_sensor_counter

set clk_period 6.9
set clk_io_pct 0.2

create_clock -name clk0 -period $clk_period [get_ports {clk_100MHz}]

set non_clock_inputs [all_inputs -no_clocks]
set_input_delay [expr $clk_period * $clk_io_pct] -clock clk0 $non_clock_inputs
set_output_delay [expr $clk_period * $clk_io_pct] -clock clk0 [all_outputs]
==> results.py <==
# Synthesis and PnR figures
metrics = {
    "clock_tree": {
        "cts_tree": "yes",
        "numCtsBuffers": 5,
        "cts_resized": 0,
        "clkSlewWorstSetupHoldPaths_ns": 0.07,
        "ctsHoldBuffers": 0,
        "clkLatencyLatePin_ns": 0.28,
        "htree_levels": 2,
        "clockBufferDepth": 2,
        "cts-root-buf": "clkbuf_8",
        "post-cts-setup-buffer-count": 0,
    },
    "synthesis": {
        "netlist_area_um2": 2260,
        "synth_area_leader_cell": "dfxtp_1",
        "ys_async_sr_fraction_pct": 26.0,
        "postSynthSeqShare_pct": 47.7,
        "synthFlopType": "dfxtp_1",
        "yosys.area.top_type_share_pct": 31.9,
        "yosysWarnings": 3,
        "most_common_cell": "dfxtp_1",
        "synth_cells": 234,
        "synth.avg_cell_area_um2": 9.64,
        "synth_cell_type_count": 39,
        "numSynthFlops": 50,
        "ys_top_cells_by_count": "36 x dfxtp_1, 25 x xnor2_1, 18 x nor2_1",
        "yosys-stat-area_um2": 2260,
        "area_leaders": "dfxtp_1 32%, dfrtp_1 14%, xnor2_1 9.7%",
        "ys_cells": 234,
        "edf_count": 1,
    },
    "run": {
        "log.warning_count": 26,
        "cap_violations": 0,
    },
    "grt": {
        "grt_overflow": 0,
        "grt_pass1_wl_um": 6910,
        "first_global_vias": 1563,
        "antenna_found_initial": 0,
        "grt_use_total_pct": 18.0,
        "grt_max_degree": 19,
    },
    "worst_setup_path": {
        "end_kind": "flop",
        "critical_path_class": "reg -> reg",
        "cp.required_ns": 6.90,
        "start_kind": "flop",
        "crit_fanout": 7,
        "worstPathArrival_ns": 1.88,
        "r2r_slack_ns": 5.02,
    },
    "timing": {
        "unclocked_pins": 17,
        "slew_headroom_pct": 44.6,
        "fin_crit_ns": 1.88,
        "drv_slew": 0,
        "clock.fmax_mhz": 532,
        "hold_slack_ns": 0.479,
        "tightest_slew_ns": 0.827,
        "untimed_endpoints": 26,
        "finClkSkew_ns": 0.00441,
        "hold_viol_final": 0,
        "rsz0062_at_grt": "false",
        "setup_viol_count_final": 0,
        "tns_ns": 0,
        "period_used_pct": 27.2,
    },
    "floorplanning": {
        "die_h_um": 69.2,
        "die_x_um": 69.2,
        "core_area_um2": 4350,
        "ioPinCount": 16,
        "fp_util_pct": 51.8,
        "dieArea_um2": 4780,
        "num_rows": 24,
    },
    "routing": {
        "finalWirelength_um": 3910,
        "antenna_cells": 0,
        "drc": 0,
        "drt_pass1_iterations": 5,
        "ant_nets": 0,
        "drtIter0Drc": 33,
        "post_drt_via_cell_ratio": 5.59,
        "routedWlPerCell_um": 13.0,
        "routed-via-count": 1682,
    },
    "power": {
        "irDropWorstVdd_mv": 0.166,
        "p_comb_share_pct": 1.3,
        "switchingPower_uw": 68.6,
        "p_leak_uw": 0.000930,
        "p_per_area_nw_per_um2": 134,
        "switching_share_pct": 20.6,
        "internal-power_uw": 265,
        "seqPwrFrac_pct": 57.4,
        "pwr-share-clk_pct": 41.3,
    },
    "placed_design": {
        "globalplace.congestion": 0.828,
        "numPortBuffers": 12,
        "hpwlAfterDp_um": 2900,
        "placed_cells": 293,
    },
    "layout": {
        "fillCellCount": 362,
        "combGateArea_um2": 1090,
        "drive_gt1_share_pct": 5.62,
        "final_util_pct": 57.1,
        "fin_cells": 301,
        "seqCellArea_um2": 1080,
        "area_growth_pct": 10.3,
    },
    "outcome": {
        "outcome": "complete, no violations",
    },
    "worst_hold_path": {
        "hold_path_class": "reg -> reg",
    },
}
## registers in the layout (all words and copies together), names as in the netlist
| name | flops |
|---|---|
| counter_up | 10 |
| ir_detected | 1 |
| ir_sensor_sync_prev | 1 |
| score_binary | 4 |
| clk_div_inst.count | 32 |
| ir_sensor_sync | 1 |
| clk_div_inst.clk_div | 1 |
## critical path: stages (launching register included)
cell	delay [ns]
dfxtp_1	0.44
and4_1	0.36
nand4_1	0.12
nor3_1	0.43
buf_4	0.25
## kinds of logic after synthesis
logic type               share of synthesized area (%)
buffers and inverters                             4.49
adder cells (fa/ha/maj)                           2.22
AND/OR/NAND/NOR                                   27.7
XOR/XNOR                                          11.3
flip-flops                                        47.7
other                                            0.166
AND-OR/OR-AND                                     6.49
## cells in the final DEF (no fill, tap or decap), types with 3 or more instances in the layout
cell and n:
xor2_1 4, ha_1 4, and2_1 5, clkdlybuf4s50_1 12, nand3_1 16, inv_1 14
and4_1 3, nor2_1 18, and3_1 7, o21ai_0 7, a21oi_1 6, dfxtp_1 36
nor3_1 4, conb_1 3, clkbuf_8 5, clkbuf_1 3, dfrtp_1 13, nand2_1 14
nor4_1 7, xnor2_1 25, nor2b_1 5, nand4_1 13
## metrics by stage
| step | total power (uW) | setup WS (ns) | cell area, um2 |
|---|---|---|---|
| 6_report | 333 | 5.02 | 2490 |
| 5_1_grt | 344 | 4.82 | 2490 |
| 4_1_cts | 337 | 5.02 | 2490 |
| 3_5_place_dp | 200 | 5.02 | 2410 |
| 3_3_place_gp | 200 | 5.05 | 2410 |
| 2_1_floorplan | 199 | 5.35 | 2260 |
## layer usage
layer  track usage, %  wire, um  vias up
met4             3.63        95        0
met2             30.0      1890       27
met3             3.54       124        9
met1             25.5      1790      802
met5                0         0        -
li1                 -         -      844
## power by group through the flow
stage / Clock, uW / Combinational (uW) / Sequential, uW
final: 138 / 4.37 / 191
after global routing: 148 / 5.01 / 191
after CTS: 141 / 4.59 / 191
## path summary, 6_finish.rpt
kind                                              from                     end  cells past startpoint
worst max-delay path            clk_div_inst.count[16]    clk_div_inst.clk_div                      4
worst min-delay path            clk_div_inst.count[30]  clk_div_inst.count[30]                      1
worst max register to register  clk_div_inst.count[16]    clk_div_inst.clk_div                      4
worst min register to register  clk_div_inst.count[30]  clk_div_inst.count[30]                      1
## final cells by class
| class | instances | share of cell area, % |
|---|---|---|
| inverters | 14 | 2.11 |
| clock buffers | 8 | 3.22 |
| multi-input cells | 164 | 43.7 |
| repair buffers | 13 | 5.13 |
| well taps | 52 | 2.62 |
| flip-flops and latches | 50 | 43.3 |
Power is estimated from default activity; no workload was simulated.
